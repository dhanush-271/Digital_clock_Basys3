[flow/run.sh]
#!/bin/bash
# OpenROAD 26Q1-2900-gdf79404cd8, Yosys 0.63+post, stock flow scripts
make -C /OpenROAD-flow-scripts/flow DESIGN_CONFIG=/design/flow/config.mk WORK_HOME=/design/flow/orfs finish
[flow/design.v]
`timescale 1ns / 1ps
module digital_clock(input clk,reset,edit,edit_shift,inc,dec,output [0:6] seg,output [3:0] digit,output reg shift_conf);
initial shift_conf=0;
reg edit_place;
reg [5:0] seconds,minutes;
reg [4:0] hours;
wire [3:0] ones,tens,hundreds,thousands;
digits digits_1(clk,reset,seconds,minutes,hours,ones,tens,hundreds,thousands);
seven_seg seven_seg_1(clk,reset,ones,tens,hundreds,thousands,seg,digit);
initial edit_place=1;
 reg sclk=0;
 integer count=0;
 reg[31:0] scount=0;
 always @(posedge clk) begin
     if(count==49_999_999) begin
         count<=0;
         sclk<=~sclk;
     end 
     else count<=count+1;
 end
always @(posedge(clk) or posedge(reset) ) begin
    if(reset == 1'b1) begin 
        seconds<=0;
        minutes<=0;
        hours<=0;  
	end
	else begin
		if(~edit) begin
			if(sclk==1'b1 && count==0) begin  
				seconds<=seconds + 1; 
				if(seconds==59) begin 
					seconds<=0;  
					minutes<=minutes + 1;
					if(minutes==59) begin 
						minutes<=0; 
						hours<=hours + 1; 
					   if(hours==24) begin  
							hours<=0; 
						end 
					end
				end     
			end
		end 
		else begin
			if(edit_shift) begin
				if(scount<50_000_000)
					scount<=scount+1;
				else begin
					if(edit_shift && scount==50_000_000) begin
						scount<=scount+1;
						shift_conf<=1;
						edit_place<=~edit_place;
					end
					else begin
						shift_conf<=1;
						edit_place<=edit_place;
						scount<=scount+1;
					end
				end
			end
			else if(inc) begin
				if(scount<25_000_000)
					scount<=scount+1;
				else begin
					if(inc && scount==25_000_000) begin
						scount<=scount+1;
						if(edit_place) begin
							if(hours<23)
								hours<=hours+1;
							else
								hours<=0;
						end 
						else begin
							if(minutes<59)
								minutes<=minutes+1;
							else
								minutes<=0;
						end
					end
					else begin
						scount<=scount+1;
						hours<=hours;
						minutes<=minutes;
					end
				end
			end
			else if(dec) begin
				if(scount<25_000_000)
					scount<=scount+1;
				else begin
					if(dec && scount==25_000_000) begin
						scount<=scount+1;
						if(edit_place) begin
							if(hours>0)
								hours<=hours-1;
							else
								hours<=5'd23;
						end 
						else begin
							if(minutes>0)
									minutes<=minutes-1;
							else
									minutes<=6'd59;
						end
					end
					else begin
						scount<=scount+1;
						hours<=hours;
						minutes<=minutes;
					end
				end
			end
			else begin
				scount<=0;
				shift_conf<=0;
			end
		end
	end 
end
endmodule
`timescale 1ns / 1ps
module digits(
    input clk,
    input reset,
    input [5:0] seconds, minutes,
    input [4:0] hours,
    output reg [3:0] ones,
    output reg [3:0] tens,
    output reg [3:0] hundreds,
    output reg [3:0] thousands
    );
    always @(posedge clk or posedge reset)
    begin
        if (reset) begin
            ones <= 0;
            tens <= 0;
            hundreds <= 0;
            thousands <= 0;
        end 
        else begin
            ones <= minutes % 10;
            tens <= minutes / 10;
            hundreds <= hours % 10;
            thousands <= hours / 10;
        end
    end
endmodule
`timescale 1ns / 1ps
module seven_seg(
    input clk_100MHz,
    input reset,
    input [3:0] ones,
    input [3:0] tens,
    input [3:0] hundreds,
    input [3:0] thousands,
    output reg [0:6] seg,        
    output reg [3:0] digit       
    );
    parameter ZERO  = 7'b000_0001;   
    parameter ONE   = 7'b100_1111;   
    parameter TWO   = 7'b001_0010;   
    parameter THREE = 7'b000_0110;   
    parameter FOUR  = 7'b100_1100;   
    parameter FIVE  = 7'b010_0100;   
    parameter SIX   = 7'b010_0000;   
    parameter SEVEN = 7'b000_1111;   
    parameter EIGHT = 7'b000_0000;   
    parameter NINE  = 7'b000_0100;   
    reg [1:0] digit_select;      
    reg [16:0] digit_timer;      
    always @(posedge clk_100MHz or posedge reset) begin
        if(reset) begin
            digit_select <= 0;
            digit_timer <= 0; 
        end
        else                                         
            if(digit_timer == 99_999) begin          
                digit_timer <= 0;                    
                digit_select <=  digit_select + 1;
            end
            else
                digit_timer <=  digit_timer + 1;
    end
    always @(digit_select) begin
        case(digit_select) 
            2'b00 : digit = 4'b1110;    
            2'b01 : digit = 4'b1101;    
            2'b10 : digit = 4'b1011;    
            2'b11 : digit = 4'b0111;    
        endcase
    end
    always @*
        case(digit_select)
            2'b00 : begin        
                        case(ones)
                            4'b0000 : seg = ZERO;
                            4'b0001 : seg = ONE;
                            4'b0010 : seg = TWO;
                            4'b0011 : seg = THREE;
                            4'b0100 : seg = FOUR;
                            4'b0101 : seg = FIVE;
                            4'b0110 : seg = SIX;
                            4'b0111 : seg = SEVEN;
                            4'b1000 : seg = EIGHT;
                            4'b1001 : seg = NINE;
                        endcase
                    end
            2'b01 : begin        
                        case(tens)
                            4'b0000 : seg = ZERO;
                            4'b0001 : seg = ONE;
                            4'b0010 : seg = TWO;
                            4'b0011 : seg = THREE;
                            4'b0100 : seg = FOUR;
                            4'b0101 : seg = FIVE;
                            4'b0110 : seg = SIX;
                            4'b0111 : seg = SEVEN;
                            4'b1000 : seg = EIGHT;
                            4'b1001 : seg = NINE;
                        endcase
                    end
            2'b10 : begin        
                        case(hundreds)
                            4'b0000 : seg = ZERO;
                            4'b0001 : seg = ONE;
                            4'b0010 : seg = TWO;
                            4'b0011 : seg = THREE;
                            4'b0100 : seg = FOUR;
                            4'b0101 : seg = FIVE;
                            4'b0110 : seg = SIX;
                            4'b0111 : seg = SEVEN;
                            4'b1000 : seg = EIGHT;
                            4'b1001 : seg = NINE;
                        endcase
                    end
            2'b11 : begin        
                        case(thousands)
                            4'b0000 : seg = ZERO;
                            4'b0001 : seg = ONE;
                            4'b0010 : seg = TWO;
                            4'b0011 : seg = THREE;
                            4'b0100 : seg = FOUR;
                            4'b0101 : seg = FIVE;
                            4'b0110 : seg = SIX;
                            4'b0111 : seg = SEVEN;
                            4'b1000 : seg = EIGHT;
                            4'b1001 : seg = NINE;
                        endcase
                    end
        endcase
endmodule
[flow/constraint.sdc]
current_design digital_clock

set clk_period 3.9
set clk_io_pct 0.2

create_clock -name clk0 -period $clk_period [get_ports {clk}]

set non_clock_inputs [all_inputs -no_clocks]
set_input_delay [expr $clk_period * $clk_io_pct] -clock clk0 $non_clock_inputs
set_output_delay [expr $clk_period * $clk_io_pct] -clock clk0 [all_outputs]
[flow/config.mk]
export PLATFORM = sky130hd
export DESIGN_NAME = digital_clock
export DESIGN_NICKNAME = digital_clock
export VERILOG_FILES = /design/flow/design.v
export SDC_FILE = /design/flow/constraint.sdc
export NUM_CORES = 4
export LEC_CHECK = 1
export CORE_UTILIZATION = 30
==> results.txt <==
Status = finished clean
Setup-failing EPs final = 0
Drt first-iter violations = 295
Multiplexer share of the synthesized area = 0.01103
Hold crit path type = reg -> reg
Final-report hold violation count = 0
Cts bufs inserted = 17
Top-level port count = 18
Antenna-violating nets left = 0
Crit path capture = digit[0]
Slew Viols, Final = 0
Vias per Instance = 4.959
P&R area growth vs syn = 14.77%
End of the worst register-to-register path = digits_1.ones[2]
Startpoint of the most critical setup path = seven_seg_1.digit_select[0]
Least-Margin Pin Slew = 851.6 ps
Antenna diode count = 0
Combined area of all synthesized cells = 6919 µm²
Via count = 5371
WP buf/inv = 3
Tightest slew margin relative to the limit = 0.4322
Setup Crit Path Kind = reg -> out
Number of enable-type register cells in the synthesized netlist = 35
Final-layout setup total negative slack = 0 ps
Core Area = 22640 µm²
Critical path's most frequent cell = inv_1
Most frequent cells in the layout = nor2_1 (102), nand2_1 (58), dfrtp_1 (49)
Max clock buf depth = 2
Required time of the worst setup path = 3120 ps
Max Clk Rate = 362.6 MHz
AND/OR/NAND/NOR Cells, Area Fraction = 0.2559
Type of element capturing the critical path = output port
Wire length of the first global-routing pass = 23810 µm
Flop and latch count out of synthesis = 123
Synthesized area per cell = 8.951 µm²
Area fraction in full adders, half adders and majority gates = 0.04665
Die Height = 153.9 µm
Layout cell share with drive strength beyond 1 = 0.07393
Final estimated routing congestion in global placement = 0.8693
Peak supply drop = 0.0002938 V
Crit path max fanout = 10
Overall routing resource usage = 0.1222
Overall routed net length = 13370 µm
Yosys Chip Area = 6919 µm²
Clock input transition at the sequential cells of the worst setup and hold paths = 60 ps
Die X = 153.9 µm
Final Critical Period = 2758 ps
Vias in the first global route = 5039
List of cells traversed by the critical path = inv_1 > ha_1 > inv_1 > clkdlybuf4s50_1
Cell with the largest stage delay on the worst path = clkdlybuf4s50_1
Count of endpoints without a timing constraint = 14
Number of antenna violations at the first check in global routing = 0
Total number of placement rows = 55
Number of filler cells placed in the layout = 2227
Maximum number of pins on one net before global-route repair = 35
Largest incremental delay on the critical path = 490 ps
H-tree depth reported by CTS = 4
Count of warnings emitted by yosys = 3
Detailed-placement wirelength estimate = 9284 µm
Number of cells produced by synthesis = 773
Die Area = 23670 µm²
First-pass detailed-route iteration total = 5
Tally of OpenROAD warnings = 39
Startpoint of the most critical register-to-register path = minutes[3]
Number of input and output port buffers inserted = 17
Post-synthesis cell count from yosys = 773
Post-CTS resize count = 0
Buffer cell driving the clock tree root = clkbuf_16
Total power = 3.802 mW
Residual DRC count = 0
Area fraction in xor and xnor cells = 0.1000
Count of unclocked register or latch pins = 7
Leakage power = 2.980 nW
Arrival time reported for the critical path endpoint = 1980 ps
Fraction of synthesis flops using an asynchronous set or reset pin = 0.3984
Final critical-path share of the clock period = 0.7072
Clock tree from TritonCTS = done
Clock insertion delay at the later pin of the skew report = 410 ps
Fp_density = 0.3056
Largest delay share family, worst path = buffers and inverters
Number of maximum-capacitance constraint violations = 0
Hold-fix buffer count after cts = 0
Dominant logic cell type in the layout = nor2_1
Crit start category = register
Post-Route Skew = 13.29 ps
Overflow left after global routing = 0
Top_reg_cell synth = dfrtp_1
Slack of the worst reg-to-reg path = 1150 ps
Largest family of logic cells by area = simple AND/OR/NAND/NOR gates
Total power divided by cell area = 478.8 nW/µm²
Distinct cell type count of the synthesized netlist = 61
RSZ-0062 raised after global routing = no
Post-CTS setup repair buffer count = 0
AO/OA Area Share = 0.1134
Stages on the worst setup path = 4
Drt wl/cell = 12.34 µm
Number of cells on the worst reg-to-reg path = 10
## per-layer routing
layer | track usage | up-vias | wire (µm) | share of wire
met4 | 0.01143 | 0 | 111 | 0.0083
met1 | 0.1970 | 2503 | 7028 | 0.53
li1 | - | 2781 | - | -
met2 | 0.1790 | 78 | 5725 | 0.43
met3 | 0.02555 | 9 | 501 | 0.037
met5 | 0 | - | 0 | 0
## through the flow
| step | util | hold slack [ps] | area (µm²) | worst slack (ps) | std cells |
|---|---|---|---|---|---|
| floorplan | - | 429.7 | 6919 | 494.0 | 773 |
| global placement | 0.3257 | 448.2 | 7375 | 879.2 | 1051 |
| detailed placement | 0.3257 | 446.6 | 7375 | 853.5 | 1051 |
| CTS | 0.3508 | 457.7 | 7941 | 1106 | 1083 |
| global route | 0.3508 | 462.8 | 7941 | 999.2 | 1083 |
| finish | 0.3508 | 453.2 | 7941 | 1142 | 1083 |
## registers in the layout, summed over array words and instances, names as in the netlist
name,cells
digits_1.tens,3
seven_seg_1.digit_select,2
seven_seg_1.digit_timer,17
minutes,6
edit_place,1
seven_seg_1.seg,7
digits_1.thousands,2
count,32
shift_conf,1
seconds,6
digits_1.hundreds,4
hours,5
sclk,1
scount,32
digits_1.ones,4
## worst min path at each step
stage	start	endpoint	cells past startpoint
CTS	count[31]	count[31]	1
global route	count[31]	count[31]	1
finish	count[31]	count[31]	1
## kinds of logic (layout without fill, tap and decap cells)
family / after synthesis / count (layout)
DFF: 116 / 116
AOI/OAI and AO/OA: 128 / 128
muxes: 7 / 7
xor gates and xnor gates: 79 / 79
adders and majority gates: 26 / 26
latches: 7 / 7
and+or+nand+nor: 347 / 347
buffers and inverters: 63 / 88
## report_power, final
group | leakage (nW) | internal, mW | switching (mW)
sequential | 1.25 | 1.40 | 0.215
combinational | 1.44 | 0.331 | 0.377
clock | 0.290 | 0.898 | 0.578
total | 2.98 | 2.63 | 1.17
## cells in the mapped netlist, drive strengths merged, types with 4 or more instances
library cell,number,area [µm²]
a211oi,4,30.03
a21o,4,30.03
a21oi,30,150.1
a31oi,6,37.54
a32oi,4,35.03
and2,6,37.54
and3,11,68.82
and4,9,81.33
buf,6,36.28
clkbuf,23,86.33
dfrtp,49,1226
dfxtp,32,640.6
dlxtn,7,105.1
edfxtp,35,1051
ha,25,312.8
inv,34,127.6
mux2,5,56.30
nand2,58,217.7
nand2b,12,75.07
nand3,47,235.2
nand4,21,131.4
nor2,108,417.9
nor2b,12,75.07
nor3,24,140.1
nor3b,4,30.03
nor4,13,81.33
nor4b,4,41.29
o21ai,45,225.2
o22ai,9,56.30
or3,5,31.28
xnor2,39,341.6
xor2,40,350.3
## final cells by class
cell class,count,area (µm²),area share
multi-input combinational,587,3660,0.4608
sequential,123,3023,0.3807
clock buffer,20,480.5,0.06050
tap,285,356.6,0.04490
timing repair buffer,22,207.7,0.02615
inverter,34,127.6,0.01607
clock inverter,12,86.33,0.01087
Power and IR drop assume default switching activity.
